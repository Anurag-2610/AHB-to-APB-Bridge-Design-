File: design.v
module AHB_slave( Hclk, Hresetn, Hwrite, Hreadyin, Htrans,Haddr,Hwdata,Hresp,Hrdata, valid, Hwritereg,Haddr1,Haddr2,Hwdata1,Hwdata2, tempselx);
 input Hclk, Hresetn, Hwrite, Hreadyin;
 input [1:0]Htrans;
 input [31:0]Haddr;
 input  [31:0]Hwdata;
 output [1:0]Hresp;
 output [31:0]Hrdata;
 output reg valid;
 output reg Hwritereg;
 output reg [31:0]Haddr1;
 output reg [31:0]Haddr2;
 output reg[31:0]Hwdata1;
 output reg [31:0]Hwdata2;
 output reg [2:0] tempselx;
reg temp;  
always @(*)
begin
 valid =1'b0;  
 if (Hreadyin==1 && (Htrans[1:0]==2'b10|Htrans[1:0]==2'b11) && (Haddr[31:0]>=32'h80000000 && Haddr[31:0]<32'h8C000000) )
 valid=1'b1;
 else
 valid=1'b0;
end
always @(Haddr)
begin
     if(Haddr>=32'h80000000 && Haddr<32'h84000000)
       tempselx=3'b001;
     else if (Haddr>=32'h84000000 && Haddr<32'h88000000)
       tempselx=3'b010;
     else if (Haddr>=32'h88000000 && Haddr<32'h8C000000)
       tempselx=3'b100;
     else
       tempselx=3'b000;
end
always @(posedge Hclk or negedge Hresetn)
begin
 if(!Hresetn)
   begin
   Haddr1<=32'b0;
   Haddr2<=32'b0;
   Hwdata1<=32'b0;
   Hwdata2<=32'b0;
   Hwritereg<=0;
   end
 else
   begin
   Haddr1<=Haddr;
   Haddr2<=Haddr1;
   Hwdata1<=Hwdata;
   Hwdata2<=Hwdata1;
   temp<=Hwrite;
   Hwritereg<=temp;
   end
end
assign Hresp = 2'b00;
endmodule
module APB_Controller(Hclk, Hresetn, valid,Hwrite,Hwdata,Haddr, Haddr1, Haddr2, Hwdata1, Hwdata2, Hwritereg, tempselx, Hreadyout, Pwrite, Penable, Pselx, Pwdata, Paddr, Prdata, );
input Hclk, Hresetn, Hwrite,valid, Hwritereg;
input [31:0]Hwdata,Haddr,Haddr1,Haddr2,Hwdata1,Hwdata2,Prdata;
input [2:0]tempselx;
output reg Hreadyout,Pwrite,Penable;
output reg[2:0]Pselx;
output reg [31:0]Pwdata,Paddr;
parameter ST_IDLE=3'b000,
          ST_WWAIT=3'b001,
          ST_READ=3'b010,
          ST_WRITE_P=3'b011,
          ST_WRITE=3'b100,
          ST_WENABLE=3'b101,
          ST_WENABLE_P=3'b110,
          ST_RENABLE=3'b111;
reg [2:0] PS,NS;
always@(posedge Hclk)
begin
 if(!Hresetn)
    PS<=ST_IDLE;
 else
    PS<=NS;
end
always@(*)
begin
  case(PS)
  ST_IDLE: begin
           if (valid && Hwrite)
           NS=ST_WWAIT;
           else if(valid && ~Hwrite)
           NS=ST_READ;
           else
           NS=ST_IDLE;
           end
  ST_WWAIT: begin
            if (valid)
            NS=ST_WRITE_P;
            else if(~valid)
            NS=ST_WRITE;
            else NS=ST_IDLE;
            end
  ST_WRITE_P: begin
            NS=ST_WENABLE_P;
             end
  ST_READ:begin
            NS=ST_RENABLE;
          end
  ST_WRITE:begin
           if (valid)
           NS=ST_WENABLE_P;
           else if (~valid)
           NS=ST_WENABLE;
           else NS=ST_IDLE;
           end
  ST_WENABLE:begin
             if (valid && ~Hwrite)
             NS=ST_READ;
             else if(valid && Hwrite)
             NS=ST_WWAIT;
             else if (~valid)
             NS=ST_IDLE;
             else NS=ST_IDLE;
             end
  ST_WENABLE_P:begin
             if (~valid && Hwritereg)
             NS=ST_WRITE;
             else if(valid && Hwritereg)
             NS=ST_WRITE_P;
             else if(~Hwritereg)
             NS=ST_READ;
             else NS=ST_IDLE;
             end
  ST_RENABLE:begin
             if(valid && Hwrite)
             NS=ST_WWAIT;
             else if(valid && ~Hwrite)
             NS=ST_READ;
             else if(~valid)
             NS=ST_IDLE;
             else NS=ST_IDLE;
             end
    default : NS=ST_IDLE;
  endcase
end
reg Penable_temp,Hreadyout_temp,Pwrite_temp;
reg [2:0] Pselx_temp;
reg [31:0] Paddr_temp, Pwdata_temp;
always @(*)
begin
  case(PS)
    ST_IDLE: begin
                if(valid && ~Hwrite)
                 begin  
                     Paddr_temp=Haddr;
                     Pwrite_temp=Hwrite;
                     Pselx_temp=tempselx;
                     Penable_temp=0;
                     Hreadyout_temp=0;
                 end
                else if(valid && Hwrite)
                  begin  
                     Pselx_temp=0;
                     Penable_temp=0;
                     Hreadyout_temp=1;
                  end
                else
                  begin  
                     Pselx_temp=0;
                     Penable_temp=0;
                     Hreadyout_temp=1;
                  end
             end
     ST_WWAIT:begin
               if(~valid)
                  begin  
                     Paddr_temp=Haddr1;
                     Pwrite_temp=1;
                     Pselx_temp=tempselx;
                     Penable_temp=0;
                     Pwdata_temp=Hwdata;
                     Hreadyout_temp=0;
                  end
               else
                  begin  
                     Paddr_temp=Haddr1;
                     Pwrite_temp=1;
                     Pselx_temp=tempselx;
                     Penable_temp=0;
                     Pwdata_temp=Hwdata;
                     Hreadyout_temp=0;
                  end
              end
      ST_READ:begin  
                 Penable_temp=1;
                 Hreadyout_temp=1;
              end
      ST_WRITE:begin
                 if(~valid)
                    begin  
                       Penable_temp=1;
                       Hreadyout_temp=1;
                    end
                  else
                    begin  
                       Penable_temp=1;
                       Hreadyout_temp=1;
                    end
                end
       ST_WRITE_P:begin   
                 Penable_temp=1;
                 Hreadyout_temp=1;
                 end
       ST_RENABLE:begin
                   if(valid && ~Hwrite)
                      begin  
                         Paddr_temp=Haddr;
                         Pwrite_temp=Hwrite;
                         Pselx_temp=tempselx;
                         Penable_temp=0;
                         Hreadyout_temp=0;
                      end
                   else if(valid && Hwrite)
                      begin  
                         Pselx_temp=0;
                         Penable_temp=0;
                         Hreadyout_temp=1;
                       end
                   else
                      begin  
                          Pselx_temp=0;
                          Penable_temp=0;
                          Hreadyout_temp=1;
                       end
                 end
       ST_WENABLE_P:begin
                     if(valid && Hwritereg)
                        begin  
                         Paddr_temp=Haddr2;
                         Pwrite_temp=Hwrite;
                         Pselx_temp=tempselx;
                         Penable_temp=0;
                         Pwdata_temp=Hwdata;
                         Hreadyout_temp=0;
                        end
                       else if(~valid && Hwritereg)
                          begin  
                           Paddr_temp=Haddr2;
                           Pwrite_temp=1;
                           Pselx_temp=tempselx;
                           Penable_temp=0;
                           Pwdata_temp=Hwdata;
                           Hreadyout_temp=0;
                          end
                      else if(~Hwritereg)
                        begin  
                          Paddr_temp=Haddr;
		          Pwrite_temp=0;
			  Pselx_temp=tempselx;
		          Penable_temp=1;
		          Hreadyout_temp=1;
                        end
                   end
      ST_WENABLE:begin
                   if (valid && Hwrite)
				begin  
				   Pselx_temp=0;
				   Penable_temp=0;
				   Hreadyout_temp=1;	
				end
			else if (valid && ~Hwrite)
				begin  
				   Hreadyout_temp = 1;
				   Paddr_temp = Haddr;
				   Pwrite_temp = 0;
				   Pselx_temp = tempselx;
				   Penable_temp = 1;
				end
			else if (~valid)  
			      begin
				   Pselx_temp = 0;
				   Penable_temp = 0;
				   Hreadyout_temp = 1;
				end
		        end
              default :  begin
				   Pselx_temp = 0;
				   Penable_temp = 0;
				   Hreadyout_temp = 1;
				end
              endcase
end
always@(posedge Hclk)
    begin
      Paddr<=Paddr_temp;
      Pwrite<=Pwrite_temp;
      Pselx<=Pselx_temp;
      Pwdata<=Pwdata_temp;
      Penable<=Penable_temp;
      Hreadyout<=Hreadyout_temp;
    end
endmodule
module Bridge_Top(Hclk,Hresetn,Hwrite,Hreadyin,Hwdata,Haddr,Prdata,Htrans,Hresp,Pwrite,Penable,Hreadyout,Pselx,Paddr,Pwdata,Hrdata);
input Hclk,Hresetn,Hwrite,Hreadyin;
input [1:0] Htrans;
input [31:0] Haddr, Hwdata, Prdata;
output Pwrite,Penable, Hreadyout;
output [2:0] Pselx;
output  [31:0] Pwdata, Paddr, Hrdata;
output [1:0] Hresp;
wire valid, Hwritereg;
wire [31:0] Haddr1, Haddr2, Hwdata1, Hwdata2;
wire [2:0] tempselx;
AHB_slave ahb( Hclk, Hresetn, Hwrite, Hreadyin, Htrans,Haddr,Hwdata,Hresp,Hrdata, valid, Hwritereg,Haddr1,Haddr2,Hwdata1,Hwdata2, tempselx);
APB_Controller apb(Hclk, Hresetn, valid,Hwrite,Hwdata,Haddr, Haddr1, Haddr2, Hwdata1, Hwdata2, Hwritereg, tempselx, Hreadyout, Pwrite, Penable, Pselx, Pwdata, Paddr, Prdata,  );
endmodule
File: run.sh
#!/bin/bash
# OpenROAD 26Q1-2900-gdf79404cd8, Yosys 0.63+post, stock flow scripts
make -C /OpenROAD-flow-scripts/flow DESIGN_CONFIG=/design/flow/config.mk WORK_HOME=/design/flow/orfs finish
File: config.mk
export PLATFORM = sky130hd
export DESIGN_NAME = Bridge_Top
export DESIGN_NICKNAME = Bridge_Top
export VERILOG_FILES = /design/flow/design.v
export SDC_FILE = /design/flow/constraint.sdc
export NUM_CORES = 4
export LEC_CHECK = 1
export CORE_UTILIZATION = 50
File: constraint.sdc
current_design Bridge_Top

set clk_period 2.6
set clk_io_pct 0.2

create_clock -name clk0 -period $clk_period [get_ports {Hclk}]

set non_clock_inputs [all_inputs -no_clocks]
set_input_delay [expr $clk_period * $clk_io_pct] -clock clk0 $non_clock_inputs
set_output_delay [expr $clk_period * $clk_io_pct] -clock clk0 [all_outputs]
==> impl_metrics.py <==
# Physical implementation metrics
metrics = {
    "status": {
        "outcome": "completed",
    },
    "floorplan": {
        "core_area_um2": 10300,
        "initCoreUtil": 0.514,
        "die_area_um2": 11000,
        "dieWidth_um": 105,
        "die_height_um": 105,
        "io_pins": 206,
        "rows": 37,
    },
    "routing": {
        "drt_iter0_markers": 229,
        "via_per_inst": 4.66,
        "detail-route-antenna-nets": 0,
        "drt-total-wl_um": 9840,
        "antenna_cells_inserted": 0,
        "wl_per_cell_um": 14.6,
        "drc_errors": 0,
        "vias": 3148,
        "first_pass_iters": 8,
    },
    "placement": {
        "placed_cells": 642,
        "port_buffers": 138,
        "place_area_um2": 6740,
        "gp_congestion": 0.782,
        "place_ws_ps": -56.3,
        "dp.final_hpwl_um": 6070,
    },
    "sta": {
        "rsz0062_at_grt": "false",
        "timing.fmax_mhz": 469,
        "final.period_utilization": 0.821,
        "tns_ps": 0,
        "unclocked_pins": 70,
        "maxSlewHeadroom": 0.589,
        "hold_violations": 0,
        "whs_ps": 346,
        "setup_viol": 0,
        "period_needed_ps": 2130,
        "worst_pin_slew_ps": 612,
        "skew_ps": 5.25,
        "untimed_endpoints": 138,
        "finalMaxSlewViolations": 0,
        "fin_ws_ps": 466,
    },
    "cells_and_area": {
        "drive_above_1_share": 0.0798,
        "fill_cells": 715,
        "finish.instance_area_um2": 7370,
        "synthToLayoutAreaGrowth_pct": 39.5,
        "finish.utilization": 0.717,
        "finalNonFillerCells": 675,
    },
    "synth": {
        "yosysCellCount": 372,
        "ys_ff": 214,
        "yosys_area_um2": 5280,
        "ys_types": 28,
        "synth_top_cell_by_area": "dfrtp_1",
        "syn_inst": 372,
        "yosysWarnings": 34,
        "synth_area_per_cell_um2": 14.2,
        "top_cell_area_share": 0.308,
        "synth_area_um2": 5280,
        "ys_top_cells_by_area": "dfrtp_1, dfxtp_1, dlxtn_1",
    },
    "clocking": {
        "clk_path_buf_depth": 2,
        "post_cts_resized": 0,
        "cts-root-buf": "clkbuf_8",
        "htree_num_levels": 4,
        "clk_latency_ps": 500,
        "cts.clk_slew.worst_paths_ps": 60,
        "cts_tree": "done",
        "numCtsBuffers": 17,
    },
    "critical_path": {
        "end_kind": "register",
        "worst-endpoint-arrival_ps": 2580,
        "required_ps": 3050,
        "start_kind": "input port",
        "path_class": "in -> reg",
        "cp_max_fo": 5,
        "reg2reg_slack_ps": 690,
    },
    "global_route": {
        "grt_pass1_wl_um": 16200,
        "antenna_found_initial": 0,
        "grt_overflow": 0,
        "first_global_vias": 3236,
        "grt_usage": 0.200,
        "grt_max_degree": 37,
    },
    "pwr": {
        "p_leak_nw": 3.44,
        "p_total_mw": 5.22,
        "worst_ir_drop_vdd_mv": 0.681,
        "power_density_nw_per_um2": 708,
    },
    "flow_run": {
        "cap_violations": 0,
        "tool_warnings": 59,
    },
    "hold_path": {
        "hold_class": "reg -> reg",
    },
}
## registers in the layout, indices dropped and copies added (netlist names), 3 cells and up
signal	count
apb.Pwdata	32
ahb.Haddr1	32
apb.Pselx	3
apb.Paddr	32
apb.Pselx_temp	3
apb.Pwdata_temp	32
apb.Paddr_temp	32
apb.PS	8
ahb.Haddr2	32
## cells in the final DEF, fill, tap and decap left out, drive strengths merged
| cell | instances |
|---|---|
| a211o | 1 |
| a211oi | 1 |
| a21oi | 3 |
| a222oi | 32 |
| and2 | 3 |
| and3 | 1 |
| buf | 8 |
| bufinv | 4 |
| clkbuf | 21 |
| clkdlybuf4s50 | 137 |
| clkinv | 5 |
| clkinvlp | 1 |
| conb | 36 |
| dfrtp | 65 |
| dfxtp | 78 |
| dlxtn | 70 |
| dlygate4sd3 | 1 |
| edfxtp | 1 |
| inv | 38 |
| mux2i | 1 |
| nand2 | 7 |
| nand3b | 1 |
| nor2 | 8 |
| nor2b | 2 |
| nor3 | 3 |
| nor4 | 1 |
| o21ai | 4 |
| o221ai | 1 |
| o311a | 1 |
| o31ai | 1 |
| o41ai | 1 |
| or3 | 1 |
| or4b | 1 |
## final timing paths
path | startpoint | end | cells after the start
min | ahb.temp | ahb.Hwritereg | 0
min in group asynchronous | Hresetn | ahb.Haddr2[1] | 2
max reg2reg | apb.PS[3] | apb.Hreadyout | 5
max | Haddr[31] | apb.Penable | 5
min reg2reg | ahb.temp | ahb.Hwritereg | 0
max in group asynchronous | Hresetn | ahb.Haddr2[16] | 3
## layout make-up
class                      count  area, µm²  share of cell area
sequential                   214       4270               0.579
timing repair buffer         146       1450               0.197
multi-input combinational    110        723              0.0981
clock buffer                  21        460              0.0625
tap                          136        170              0.0231
clock inverter                11        159              0.0216
inverter                      37        139              0.0188
## power breakdown
group	total [mW]	switching, mW	leakage, nW	internal (mW)
clock network	2.49	0.858	0.307	1.63
logic	0.276	0.0792	1.14	0.197
registers	2.45	0.0475	1.99	2.41
## kinds of logic (layout without fill, tap and decap cells)
family | count (synthesis) | in the layout | synth area share
AOI/OAI and AO/OA | 45 | 45 | 0.0793
buffers and inverters | 83 | 215 | 0.0831
DFF | 144 | 144 | 0.609
latches | 70 | 70 | 0.199
muxes | 1 | 1 | 0.00189
other | 1 | 36 | 0.000710
and+or+nand+nor | 28 | 28 | 0.0270
## timing repair
action	in CTS	in global routing
hold buffers	1	0
hold endpoints to repair	1	0
buffers inserted	0	0
## worst max-delay path: stages
cell and delay (ps):
clkdlybuf4s50_1 530, or4b_4 510, a211o_1 320, o31ai_1 330, dlxtn_1 370
## synthesized netlist by cell type
cell / instances
dfxtp_1: 78
dlxtn_1: 70
dfrtp_1: 65
inv_1: 37
buf_4: 34
a222oi_1: 32
clkbuf_1: 12
nor2_1: 8
nand2_1: 7
o21ai_0: 4
a21oi_1: 3
and2_1: 3
nor3_1: 3
nor2b_1: 2
a211o_1: 1
a211oi_2: 1
and3_1: 1
conb_1: 1
edfxtp_1: 1
mux2i_1: 1
nand3b_1: 1
nor4_1: 1
o221ai_1: 1
o311a_1: 1
o31ai_1: 1
o41ai_2: 1
or3_1: 1
or4b_4: 1
## per-layer routing
| layer | up-vias | track usage | wire (µm) | share of wire |
|---|---|---|---|---|
| met5 | - | 0 | 0 | 0 |
| met4 | 0 | 0.0181 | 80 | 0.0081 |
| met3 | 6 | 0.102 | 1280 | 0.13 |
| met2 | 149 | 0.297 | 4340 | 0.44 |
| met1 | 1510 | 0.295 | 4140 | 0.42 |
| li1 | 1483 | - | - | - |
Power is estimated from default activity; no workload was simulated.
